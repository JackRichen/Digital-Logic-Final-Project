**/design/flow/config.mk**
```make
export PLATFORM = sky130hd
export DESIGN_NAME = FSM_top
export DESIGN_NICKNAME = FSM_top
export VERILOG_FILES = /design/flow/design.v
export SDC_FILE = /design/flow/constraint.sdc
export NUM_CORES = 4
export LEC_CHECK = 1
export CORE_UTILIZATION = 50
```
**/design/flow/constraint.sdc**
```tcl
current_design FSM_top

set clk_period 4.6
set clk_io_pct 0.2

create_clock -name clk0 -period $clk_period [get_ports {clk}]

set non_clock_inputs [all_inputs -no_clocks]
set_input_delay [expr $clk_period * $clk_io_pct] -clock clk0 $non_clock_inputs
set_output_delay [expr $clk_period * $clk_io_pct] -clock clk0 [all_outputs]
```
**/design/flow/design.v**
```verilog
`timescale 1ns / 1ps
module FSM(emerg_in, g_f,f_f,s_f,emerg_out,reset,clk,Disp_1,Disp_2);
input emerg_in, g_f,f_f,s_f,reset,clk;
output reg emerg_out;
output reg [3:0] Disp_1;  
output reg [3:0] Disp_2;  
reg [1:0] state;
parameter[1:0] GROUND=2'b00, FIRST=2'b01, SECOND=2'b10, EMERGENCY=2'b11;
parameter[3:0] D_ZERO = 4'b0000, D_ONE=4'b0001,D_TWO=4'b0010,D_THREE=4'b0011;
always@(posedge clk or posedge reset) begin
if (reset) begin  
    emerg_out <= 0;
    state <= GROUND;
    Disp_1 <= D_ZERO; 
    Disp_2 <= D_ZERO;
end
else if (emerg_in) begin
    state <= EMERGENCY;
    emerg_out <= 1;
    Disp_1 <= 4'b0000;
    Disp_2 <= 4'b0000;
end
else
    case(state)
    GROUND: begin
        Disp_1 <= D_ZERO;  
        if (f_f) begin
        state <= FIRST;
        Disp_2 <= D_ONE;
        end
        else if (s_f) begin
        state <= SECOND;
        Disp_2 <= D_TWO;
        end
        else begin
        state <= GROUND;
        Disp_2 <= D_ZERO;
        end
        end
    FIRST: begin
        Disp_1 <= D_ONE;
        if (g_f) begin
        state <= GROUND;
        Disp_2 <= D_ZERO;
        end
        else if (s_f) begin
        state <= SECOND;
        Disp_2 <= D_TWO;
        end
        else begin
        state <= FIRST;
        Disp_2 <= D_ONE;
        end
        end
    SECOND: begin
        Disp_1 <= D_TWO;
        if (g_f) begin
        state <= GROUND;
        Disp_2 <= D_ZERO;
        end
        else if (f_f) begin
        state <= FIRST; 
        Disp_2 <= D_ONE;
        end
        else begin
        state <= SECOND;
        Disp_2 <= D_TWO;
        end
        end
    EMERGENCY: begin  
        emerg_out <= 1;
        Disp_2 <= Disp_1;  
        end
    endcase
end
endmodule
`timescale 1ns / 1ps
module FSM_top(emerg_in, g_f,f_f,s_f,emerg_out,motor, reset,clk,seg,next_LED, an);
input emerg_in, g_f,f_f,s_f,reset,clk;
output [6:0] seg;
output [7:0] an;
output wire emerg_out;
output wire [2:0] motor;
output wire [2:0] next_LED;  
wire [3:0] Disp_1;  
wire [3:0] Disp_2;  
wire new_clock;  
clock_divider d (.clk_in(clk), .reset(reset), .clk_out(new_clock));
FSM f (.emerg_in(emerg_in), .g_f(g_f),.f_f(f_f),.s_f(s_f),.emerg_out(emerg_out),.reset(reset),.clk(new_clock),.Disp_1(Disp_1),.Disp_2(Disp_2));
LED l (.Disp_2(Disp_2),.new_clock(new_clock), .next_LED(next_LED));
display_multiplexing d2 (.clk(clk),.Disp_1(Disp_1),.Disp_2(Disp_2), .seg(seg),.an(an));
motor_driver mdrv (
    .clk(clk),
    .reset(reset),
    .c_f(Disp_1[1:0]),
    .n_f(Disp_2[1:0]),
    .motor(motor)
);
endmodule
`timescale 1ns / 1ps
module LED(
    input  [3:0] Disp_2,        
    input new_clock,
    output reg [2:0] next_LED
    );
    always@(posedge new_clock) begin
        case (Disp_2)
        4'b0000 : next_LED = 3'b001;
        4'b0001 : next_LED = 3'b010;
        4'b0010 : next_LED = 3'b100;
    endcase
end
endmodule
`timescale 1ns / 1ps
module clock_divider #(parameter DIVISOR = 50000000) (  
input clk_in,
input reset,
output reg clk_out
);
reg [31:0] counter = 0;
always @(posedge clk_in or posedge reset) begin
    if (reset) begin
        counter <= 0;
        clk_out <= 0;
    end else begin
        if (counter == (DIVISOR - 1)) begin
        counter <= 0;
        clk_out <= ~clk_out;  
    end else
        counter <= counter + 1;
    end
end
endmodule
`timescale 1ns / 1ps
module display_multiplexing(clk,Disp_1,Disp_2, seg,an);
input clk;
input [3:0] Disp_1;
input [3:0] Disp_2;
output [6:0] seg;
output reg [7:0] an;
reg clk_usable;
parameter DIVISOR = 50000; 
reg [16:0] count = 0;
    always @(posedge clk) 
    begin
        if (count == DIVISOR - 1)
        begin
            count <= 0;
            clk_usable <= ~clk_usable;
        end 
        else 
        begin
            count <= count + 1;
        end
    end
reg [3:0] Disp_Current;
seven_seg_display ss_disp (.bcd(Disp_Current),.seg(seg));
always @(posedge clk_usable) begin
case (an)
        8'b1111_1110: begin  
            an <= 8'b1111_1101;
            Disp_Current <= Disp_2;  
        end
        8'b1111_1101: begin  
            an <= 8'b1111_1011;
            Disp_Current <= 4'b1111; 
        end
        8'b1111_1011: begin  
            an <= 8'b1111_0111;
            Disp_Current <= 4'b1111; 
        end
        8'b1111_0111: begin  
            an <= 8'b1110_1111;
            Disp_Current <= 4'b1111; 
        end
        8'b1110_1111: begin  
            an <= 8'b1101_1111;
            Disp_Current <= 4'b1111; 
        end
        8'b1101_1111: begin  
            an <= 8'b1011_1111;
            Disp_Current <= 4'b1111;
        end
        8'b1011_1111: begin  
            an <= 8'b0111_1111;
            Disp_Current <= 4'b1111; 
        end
        8'b0111_1111: begin  
            an <= 8'b1111_1110; 
            Disp_Current <= Disp_1;  
        end
        default: begin  
            an <= 8'b1111_1110; 
            Disp_Current <= 4'b1001;  
        end
    endcase
end
endmodule
`timescale 1ns / 1ps
module motor_driver(
    input clk,           
    input reset,
    input [1:0] c_f,  
    input [1:0] n_f,  
    output [2:0] motor
);
    reg [2:0] control;  
    integer periodLength = 1000000;  
    integer fastPulse = 700000;  
    integer slowPulse = 400000;
    integer pulseLength = 0;  
    integer counter = 0;
    always@(posedge clk) begin
        if(counter<periodLength) 
            counter <= counter + 1;
        else
            counter <= 0;
        case({c_f, n_f})   
            4'b0001: control <= 3'b001;
            4'b0010: control <= 3'b101;
            4'b0100: control <= 3'b010;
            4'b0110: control <= 3'b001;            
            4'b1000: control <= 3'b110;
            4'b1001: control <= 3'b010;
            default: control <= 3'b000;  
         endcase
         pulseLength = (control[2])? fastPulse : slowPulse;
    end
    assign motor[0] = control[0];
    assign motor[1] = control[1];
    assign motor[2] = (pulseLength>counter)? 1'b1: 1'b0;
endmodule
`timescale 1ns / 1ps
module seven_seg_display (
input [3:0] bcd,  
output reg [6:0] seg  
);
always @(*) begin
case (bcd)
    4'b0000: seg = 7'b0000001;  
    4'b0001: seg = 7'b1001111;  
    4'b0010: seg = 7'b0010010;  
    4'b0011: seg = 7'b0000110;  
    4'b0100: seg = 7'b1001100;  
    4'b0101: seg = 7'b0100100;  
    4'b0110: seg = 7'b0100000;  
    4'b0111: seg = 7'b0001111;  
    4'b1000: seg = 7'b0000000;  
    4'b1001: seg = 7'b0000100;  
    default: seg = 7'b1111111;  
    endcase
end
endmodule
```
**/design/flow/run.sh**
```bash
#!/bin/bash
# OpenROAD 26Q1-2900-gdf79404cd8, Yosys 0.63+post, stock flow scripts
make -C /OpenROAD-flow-scripts/flow DESIGN_CONFIG=/design/flow/config.mk WORK_HOME=/design/flow/orfs finish
```
==> Changelog: implementation <==
### Physical design

* CP Capture Type: primary output
* CTS Root Cell: clkbuf_8
* Final setup violation count at 0
* Die Height at 106 um
* WL final at 9.88 mm
* Register pins left without a clock at 27
* Yosys chip area at 5460 sq um
* Most frequent logic cell in the layout: nor2_1
* CP Max Fanout at 4
* Fin. Hold Viols at 0
* Final period demand of the worst path at 3.31 ns
* Fin. max-slew vios at 0
* Post-place setup slack at 1.71 ns
* PnR worst setup slack at 1.29 ns
* Worst Path Required at 3.68 ns
* Endpoints left unconstrained at 52
* Core area at 10,500 sq um
* Top achievable clock speed at 302 MHz
* Power, Total at 1.28 mW
* Clock slew at reported path FFs at 0.09 ns
* Relative slew margins at 0.445
* Area Overhead vs Synth at 10.7%
* Post-CTS Setup Repair Bufs at 0
* Drt wl/cell at 13.2 um
* Syn avg cell area at 9.43 sq um
* Static leakage at 2.37 nW
* Status: complete, no violations
* Synthesized registers at 116
* Kind of critical path: reg2out
* First-pass GRT wire length at 17.5 mm
* Sw power at 0.278 mW
* Synth async-reset ratio at 0.362
* Flip-flops with a built-in enable at 4
* CTS resizes at 0
* GP Congestion at 0.863
* Placed Instances at 731
* Combinational power share at 0.012
* Routed vias/inst at 5.27
* Fill count at 911
* Initial antenna violation count at 0
* Hold_buf cts at 0
* H-tree depth at 3
* YS warnings at 6
* Total global routing overflow at 0
* Share of cells above drive strength 1 at 0.0507
* Max Buffers Root-to-Sink at 2
* Number of vias after detailed routing at 3,935
* Final Util at 0.577
* TritonCTS clock tree: done
* DIE WIDTH at 106 um
* Detail Route Antenna Nets at 0
* Setup slack, reg-to-reg at 2.33 ns
* Non-Filler Instances at 747
* Num CTS Buffers at 9
* Synth Seq Share at 0.472
* P_int at 1.01 mW
* Dominant flop cell: dfxtp_1
* Chip area at 11,300 sq um
* CP arrival at 2.39 ns
* Site row count at 37
* Synth Cell Area at 5460 sq um
* Drt drc at 0
* Syn Inst Count at 579
* Switching part of the total power at 0.217
* Pwr Density at 213 nW/um^2
* Setup Skew at 0.0119 ns
* Max Cap Viol at 0
* TNS Setup at 0 ns
* Ys cells at 579
* Startpoint types: flip-flop
* RSZ-0062 raised after global routing: false
* I/O Buffers at 27
* Fin Hold WS at 0.375 ns
* Worst min path class: reg2reg
* Worst-Skew Late Latency at 0.37 ns
* Clock power frac at 0.383
* Cell Area, Placed at 5870 sq um
* Num ports at 28
* Final period util at 0.719
* Hpwl dp at 7.06 mm
* Yosys cell types at 55
* Worst slew pin tran at 0.826 ns
* Count of tool warnings at 32
* Largest net degree at the start of global routing at 43
* Init Core Util at 0.522
* Global-route usage over all layers at 0.197
* N_diodes at 0
* Top cells excl fill/tap: nor2_1 (85), dfxtp_1 (70), xnor2_1 (42), dfrtp_1 (41), nand2_1 (37)
* Post-route cell area at 6040 sq um
* Largest vdd supply drop at 261 uV
* DRT iter0 DRCs at 179
* Number of global-route vias before repair at 3,844
* Sequential Power Share at 0.604
* Initial DRT Pass Iterations at 4
==> routing by layer <==
metal / track usage / vias to the layer above / routed length (um)
met5: 0 / - / 0
met4: 0.0196 / 0 / 95
met3: 0.0400 / 9 / 314
li1: - / 2062 / -
met2: 0.310 / 40 / 4310
met1: 0.305 / 1824 / 5160
==> synth_stat cells, types with 2 or more instances <==
cell type  instances  area [sq um]
or4_1              6          45.0
a22oi_1            3          22.5
nor2b_1            5          31.3
dfxtp_1           70          1400
clkbuf_1          10          37.5
edfxtp_1           4           120
a21oi_1           16          80.1
dfrtp_1           41          1030
and2_1             5          31.3
nand4_1           28           175
o31ai_1            2          15.0
nand3b_1           5          37.5
nor4_2             2          25.0
nand3_1           26           130
xnor2_1           42           368
nor3_1            10          50.1
o2111ai_1          2          17.5
o21a_1             2          15.0
nor2_1            85           319
and4_1             8          70.1
xor2_1            30           263
nand4b_1           2          17.5
nor4b_1            3          26.3
nand2b_1           2          12.5
ha_1              23           288
a21o_1             8          60.1
buf_4              2          15.0
nand2_1           37           139
inv_1             34           128
a211oi_1           3          22.5
o211ai_1           2          15.0
or2_2              3          18.8
and3_1            11          68.8
a31oi_1            5          31.3
or3_1              6          37.5
o22ai_1            4          25.0
o21ai_0            6          30.0
nor4_1             9          56.3
==> flip-flops by register name, summed over array words and instances (netlist names), 4 cells and up <==
register      flops
d.counter        32
d2.an             8
d2.count         17
f.state           4
mdrv.counter     32
seg               7
==> final timing paths <==
path | to | from | cells past startpoint
max | motor[2] | mdrv.counter[11] | 8
min | mdrv.pulseLength[15] | mdrv.control[2] | 0
max reg2reg | d.counter[17] | d.counter[26] | 6
min reg2reg | mdrv.pulseLength[15] | mdrv.control[2] | 0
max in group asynchronous | d.counter[22] | reset | 3
min in group asynchronous | d.counter[15] | reset | 3
==> cell families (layout without fill, tap and decap cells) <==
family	Yosys count	in the layout	synth area share
xor gates and xnor gates	72	72	0.116
AOI/OAI and AO/OA	56	56	0.0658
muxes	1	1	0.00183
and+or+nand+nor	262	262	0.257
buffers and inverters	48	80	0.0348
DFF	116	116	0.472
adders and majority gates	23	23	0.0527
other	1	1	0.000687
==> layout make-up <==
| cell class | count | area, sq um | share of cell area |
|---|---|---|---|
| Clock buffer | 13 | 159 | 0.0263 |
| Clock inverter | 3 | 17.5 | 0.00290 |
| Tap cell | 136 | 170 | 0.0282 |
| Inverter | 34 | 128 | 0.0211 |
| Timing Repair Buffer | 30 | 293 | 0.0485 |
| Multi-Input combinational cell | 415 | 2700 | 0.447 |
| Sequential cell | 116 | 2570 | 0.426 |
==> critical path, cell delays in order (launching register included) <==
cell	delay, ns
dfxtp_1	0.38
inv_1	0.10
ha_1	0.32
nand4b_1	0.13
a21o_1	0.18
a31oi_1	0.16
o31ai_1	0.09
a31oi_1	0.16
clkdlybuf4s50_1	0.50
==> power by group through the flow <==
stage	Combinational [mW]	Sequential [mW]	Clock (mW)
CTS	0.0167	0.776	0.518
global route	0.0187	0.776	0.550
finish	0.0158	0.776	0.492
Power and IR drop assume default switching activity.
